### flow/config.mk
export PLATFORM = sky130hd
export DESIGN_NAME = consecutive_number
export DESIGN_NICKNAME = consecutive_number
export VERILOG_FILES = /design/flow/design.v
export SDC_FILE = /design/flow/constraint.sdc
export NUM_CORES = 4
export LEC_CHECK = 1
export CORE_AREA = 10 10 70 70
export DIE_AREA = 0 0 80 80
### flow/design.v
`timescale 1ns / 1ps
module consecutive_number( input x,clk,rst, output y);
    parameter s0=0,s1=1,s2=2,s3=3,s4=4,s5=5,s6=6;
    reg [2:0] ps, ns;
    always @(posedge clk or posedge rst) begin
        if (rst) begin
            ps<=s0;
            end
        else ps<=ns;
    end
    always @(*) begin
        case (ps)
            s0: ns=(x)?s1:s4;
            s1: ns=(x)?s2:s4;
            s2: ns=(x)?s3:s4;
            s3: ns=(x)?s4:s4;
            s4: ns=(x)?s1:s5;
            s5: ns=(x)?s1:s6;
            s6: ns=(x)?s1:s6;
        endcase
    end
    assign y=(ps==s6)|(ps==s3);
endmodule
### flow/constraint.sdc
current_design consecutive_number

set clk_period 1.0
set clk_io_pct 0.2

create_clock -name clk0 -period $clk_period [get_ports {clk}]

set non_clock_inputs [all_inputs -no_clocks]
set_input_delay [expr $clk_period * $clk_io_pct] -clock clk0 $non_clock_inputs
set_output_delay [expr $clk_period * $clk_io_pct] -clock clk0 [all_outputs]
### flow/run.sh
#!/bin/bash
# OpenROAD 26Q1-2900-gdf79404cd8, Yosys 0.63+post, stock flow scripts
make -C /OpenROAD-flow-scripts/flow DESIGN_CONFIG=/design/flow/config.mk WORK_HOME=/design/flow/orfs finish
==> tab_implementation.tex <==
% Implementation results table
\begin{tabular}{lr}
\hline
Metric & Value \\
\hline
\multicolumn{2}{l}{\textbf{Outcome}} \\
\quad Run status & finished, violations left \\
\quad Failing checks & setup timing \\
\multicolumn{2}{l}{\textbf{STA}} \\
\quad Final min period & 1.20 ns \\
\quad Peak clock frequency supported by timing & between 800 and 900 MHz \\
\quad Worst hold-check slack & 0.136 ns \\
\quad Count of final setup violators & 1 \\
\quad Endpoints left unconstrained & 6 \\
\quad Least-Margin Pin Slew & roughly 0.15 ns \\
\quad Number of register pins that no clock reaches & 3 \\
\quad Relative slew slack & 0.897 \\
\quad Final worst-path cycle share & 1.20 \\
\quad Final hold violation count & 0 \\
\quad Crit path setup slack, layout & -0.199 ns \\
\quad Setup TNS Final & -0.199 ns \\
\quad Final Max Tran Viols & 0 \\
\quad Unrepaired setup endpoints after global routing & yes \\
\multicolumn{2}{l}{\textbf{Route}} \\
\quad Residual DRC count & 0 \\
\quad Initial detailed-routing violation count & 10 \\
\quad Ant diodes & 0 \\
\quad DRT Wirelength & 402 um \\
\quad First drt pass iteration count & 2 \\
\quad Ratio of routed vias to standard cells & 2.00 \\
\quad Via count of the routed design & roughly 150 \\
\quad Antenna violation net count after detailed routing & 0 \\
\quad Detailed-route wire length per cell & 5.36 um \\
\multicolumn{2}{l}{\textbf{Clocking}} \\
\quad CTS tree & yes \\
\quad Cell at the root of the clock tree & sky130\_fd\_sc\_hd\_\_clkbuf\_4 \\
\quad CTS Hold Bufs & 0 \\
\quad Number of CTS-inserted buffers & 3 \\
\quad Clock edge transition at the registers on the reported setup and hold paths & 0.04 ns \\
\quad Maximum buffer depth of the clock tree & 2 \\
\quad H-Tree Depth & 1 \\
\multicolumn{2}{l}{\textbf{Power}} \\
\quad Peak supply drop & 0.118 mV \\
\quad PwrDens & 1050 nW/um2 \\
\quad Leakage power figure & between 0.1 and 0.15 nW \\
\multicolumn{2}{l}{\textbf{Floorplanning}} \\
\quad Area of the chip & 6400 um2 \\
\quad Floorplan Utilization & 0.0586 \\
\quad Site row count & 21 \\
\quad Die W & roughly 80 um \\
\quad Total core area & 3420 um2 \\
\quad Die height & about 80 um \\
\quad I/O pin cnt & 4 \\
\multicolumn{2}{l}{\textbf{Yosys}} \\
\quad Max-area cell share & 0.375 \\
\quad Post-synth design cell area & 200 um2 \\
\quad Number of enable flip-flop cells & 0 \\
\quad Main synth FF type & sky130\_fd\_sc\_hd\_\_dlxtn\_1 \\
\quad Synth area leader & sky130\_fd\_sc\_hd\_\_dfrtp\_1 \\
\quad Number of unique standard cell types used by synthesis & 13 \\
\quad FF+latch count, synth & 6 \\
\quad Post-synthesis area per instance & around 11 um2 \\
\quad Most numerous cell types in the synthesized netlist & sky130\_fd\_sc\_hd\_\_dfrtp\_1 (3), sky130\_fd\_sc\_hd\_\_dlxtn\_1 (3), sky130\_fd\_sc\_hd\_\_inv\_1 (2) \\
\quad Synthesized instance count & 18 \\
\quad Post-synth area from yosys stat & 200 um2 \\
\quad Yosys Instances & 18 \\
\quad YS warnings & 1 \\
\quad Cell types occupying the most area after synthesis & sky130\_fd\_sc\_hd\_\_dfrtp\_1 (38\%), sky130\_fd\_sc\_hd\_\_dlxtn\_1 (22\%), sky130\_fd\_sc\_hd\_\_nor3b\_2 (6.3\%), sky130\_fd\_sc\_hd\_\_a22o\_1 (4.4\%), sky130\_fd\_sc\_hd\_\_xnor2\_1 (4.4\%) \\
\quad Proportion of synthesized flip-flops having asynchronous set or reset & 0.500 \\
\multicolumn{2}{l}{\textbf{Run}} \\
\quad OpenROAD warning count & 27 \\
\quad Maximum Capacitance Violations & 0 \\
\multicolumn{2}{l}{\textbf{Critical path}} \\
\quad Critical Path RT & 0.80 ns \\
\quad Arrival time worst endpoint & 1.00 ns \\
\quad Launching element type of the critical path & flop \\
\quad Path type of the worst setup path & reg2out \\
\quad Cell chain of the critical path & xor2\_1 -> and2\_1 -> buf\_2 \\
\quad Largest fanout on the critical path & 2 \\
\quad Slowest cell on crit path & sky130\_fd\_sc\_hd\_\_dfrtp\_1 \\
\quad Crit-path max cell delay & 0.38 ns \\
\quad Capture point of the worst path & y \\
\quad CP endpoint kind & output port \\
\quad CP startpoint & ps[2]\$\_DFF\_PP0\_ \\
\multicolumn{2}{l}{\textbf{GRT}} \\
\quad Number of global-route vias before repair & 170 \\
\quad Total routing resource utilization after global routing & 0.0139 \\
\quad Initial antenna violation count & 0 \\
\quad Maximum number of pins on one net before global-route repair & 6 \\
\quad First-pass GRT wire length & 724 um \\
\quad Total gr overflow & 0 \\
\multicolumn{2}{l}{\textbf{Cells and area}} \\
\quad Combinational gate area & between 70 and 80 um2 \\
\quad Proportion of layout cells with a drive suffix above 1 & 0.345 \\
\quad Fill cell instance count of the final layout & slightly above 400 \\
\quad Register area & approximately 120 um2 \\
\quad Area growth from synthesis to layout & 69.4\% \\
\multicolumn{2}{l}{\textbf{Hold path}} \\
\quad Path category of the worst min-delay check & in2async \\
\multicolumn{2}{l}{\textbf{Place}} \\
\quad Quantity of I/O buffers inserted on ports & 3 \\
\quad Routability cong. & 0.646 \\
\quad Post-detailed-placement half-perimeter wirelength & 298 um \\
\hline
\end{tabular}
-- logic make-up (layout without fill, tap and decap cells) --
logic type                Yosys count  in the layout  share of synthesized area
latches                             3              3                      0.225
DFF                                 3              3                      0.375
xor gates and xnor gates            2              2                     0.0875
buffers and inverters               2             13                     0.0375
AOI/OAI and AO/OA                   3              3                      0.106
and+or+nand+nor                     5              5                      0.169
-- timing repair --
item / 4_1_cts / 5_1_grt
endpoints found under the setup margin: 1 / 1
gates resized: 3 / 0
setup buffers: 1 / 0
hold endpoints to repair: 0 / 0
pin swaps: 2 / 1
-- state kept, by name, indices dropped and copies added, names as in the netlist --
register,flops
ns,3
ps,3
-- cell usage in the layout, fill, tap and decap left out --
master,Yosys,final
sky130_fd_sc_hd__nor3b_2,1,1
sky130_fd_sc_hd__buf_2,0,1
sky130_fd_sc_hd__o21ai_0,1,1
sky130_fd_sc_hd__and3_2,1,1
sky130_fd_sc_hd__nand2_1,1,1
sky130_fd_sc_hd__xor2_1,1,1
sky130_fd_sc_hd__o21bai_1,1,1
sky130_fd_sc_hd__dfrtp_1,3,3
sky130_fd_sc_hd__nor2_1,1,1
sky130_fd_sc_hd__clkdlybuf4s50_1,0,2
sky130_fd_sc_hd__a22o_1,1,1
sky130_fd_sc_hd__clkbuf_4,0,3
sky130_fd_sc_hd__inv_1,2,2
sky130_fd_sc_hd__and2_1,1,1
sky130_fd_sc_hd__dlxtn_1,3,3
sky130_fd_sc_hd__xnor2_1,1,1
sky130_fd_sc_hd__clkbuf_1,0,1
sky130_fd_sc_hd__buf_4,0,4
-- metrics by stage --
stage | cells | power, mW | worst slack, ns | cell area, um2 | utilization
6_report | 75 | 0.355 | -0.199 | 339 | 0.0993
5_1_grt | 75 | 0.383 | -0.251 | 339 | 0.0993
4_1_cts | 75 | 0.368 | -0.207 | 339 | 0.0993
3_5_place_dp | 70 | 0.146 | -0.308 | 310 | 0.0908
3_3_place_gp | 70 | 0.145 | -0.288 | 310 | 0.0908
2_1_floorplan | 18 | 0.135 | 0.112 | 200 | -
-- power breakdown --
part / total (mW) / switching, mW / leakage, nW / internal [mW]
combinational: 0.0204 / 0.00773 / 0.0737 / 0.0127
sequential: 0.124 / 0.000290 / 0.0600 / 0.124
clock: 0.210 / 0.0605 / 0.0150 / 0.149
-- worst max-delay path, delay by kind of cell (launching register included) --
family / cells / cell delay (ns)
and+or+nand+nor: 1 / 0.13
DFF: 1 / 0.38
xor gates and xnor gates: 1 / 0.16
buffers and inverters: 1 / 0.11
-- layer usage --
metal	global-route usage	vias up	share of wire	wire, um
met5	0	-	0	0
met3	0.0136	0	0.18	74
met1	0.0160	67	0.45	181
met4	0.00704	0	0	0
met2	0.0161	4	0.36	146
li1	-	79	-	-
-- area by class of cell --
class | count | area share
well taps | 46 | 0.170
multi-input cells | 10 | 0.214
flip-flops and latches | 6 | 0.354
repair buffers | 7 | 0.162
clock buffers | 4 | 0.0775
inverters | 2 | 0.0221
-- worst min-delay path by stage --
stage | start | to | cells after the start | slack [ns]
CTS | rst | ps[0]$_DFF_PP0_ | 2 | 0.13
global route | rst | ps[0]$_DFF_PP0_ | 2 | 0.15
finish | rst | ps[0]$_DFF_PP0_ | 2 | 0.14
Power is estimated from default activity; no workload was simulated.
