**flow/design.v**
```verilog
module arithmatic_operation_6(
    input [3:0] a, b,
    input [1:0] opcode,
    output reg [7:0] out
);
    task add(input [3:0] ta, tb, output [7:0] tout);
        tout = ta + tb;
    endtask
    task sub(input [3:0] ta, tb, output [7:0] tout);
        tout = ta - tb;
    endtask
    task div(input [3:0] ta, tb, output [7:0] tout);
        tout = ta / tb;
    endtask
    task mul(input [3:0] ta, tb, output [7:0] tout);
        tout = ta * tb;
    endtask
    always @(*) begin
        case(opcode)
            2'd0: add(a, b, out);
            2'd1: sub(a, b, out);
            2'd2: div(a, b, out);
            2'd3: mul(a, b, out);
            default: out = 8'hXX;
        endcase
    end
endmodule
```
**flow/run.sh**
```bash
#!/bin/bash
# OpenROAD 26Q1-2900-gdf79404cd8, Yosys 0.63+post, stock flow scripts
make -C /OpenROAD-flow-scripts/flow DESIGN_CONFIG=/design/flow/config.mk WORK_HOME=/design/flow/orfs finish
```
**flow/config.mk**
```make
export PLATFORM = sky130hd
export DESIGN_NAME = arithmatic_operation_6
export DESIGN_NICKNAME = arithmatic_operation_6
export VERILOG_FILES = /design/flow/design.v
export SDC_FILE = /design/flow/constraint.sdc
export NUM_CORES = 4
export LEC_CHECK = 1
export CORE_AREA = 10 10 102 102
export DIE_AREA = 0 0 112 112
```
**flow/constraint.sdc**
```tcl
current_design arithmatic_operation_6

set clk_period 6.8
set clk_io_pct 0.2

create_clock -name clk0 -period $clk_period

set non_clock_inputs [all_inputs -no_clocks]
set_input_delay [expr $clk_period * $clk_io_pct] -clock clk0 $non_clock_inputs
set_output_delay [expr $clk_period * $clk_io_pct] -clock clk0 [all_outputs]
```
==> flow_summary.yaml <==
# physical design summary
synth:
  ys.warnings.count: 1
  post_synth_inst_count: 283
  top_area_cell: "ha_1"
  synth.cell_area_um2: 2130
  synth.most_common_cell: "ha_1"
  syn_avg_cell_area_um2: 7.53
  netlist-cell-type-count: 59
  ys_area_um2: 2130
  synth-seq-area-share_pct: 0
  common_cells: "ha_1 (49), inv_1 (28), a21oi_1 (23), nor2_1 (23), nand2_1 (22)"
  ys_cells: 283
  synth.area.top_cells: "ha_1 (29%), fa_1 (5.6%), a21oi_1 (5.4%), inv_1 (4.9%), xnor2_1 (4.5%)"
  synth.top_cell.area_share_pct: 28.8
pwr:
  cellPowerDensity_nw_per_um2: 152
  report.power.total_uw: 539
  p_leak_nw: 1.71
  power.ir.vdd_worst_mv: 0.0699
die:
  fp.dieArea_um2: 12500
  die_x_um: 112
  row_count: 33
  boundaryPins: 18
  dieHeight_um: 112
  core_area_um2: 8220
  fp_util_pct: 25.9
route:
  post_drt_wl_per_cell_um: 13.1
  drt_pass1_iterations: 4
  final_antenna_net_count: 0
  vias: 2451
  drtIter0Drc: 89
  drc_errors: 0
  antennaDiodeCount: 0
  drt_wl_total_um: 6670
  post_drt_via_cell_ratio: 4.81
flow_run:
  warning_count: 43
  maxCapViolCount: 0
global_routing:
  grt_pass1_wl_um: 11200
  grt.total_usage_pct: 10.1
  number_of_antenna_violations_at_the_first_check_in_global_routing: 0
  first_global_vias: 2432
  gr-total-overflow: 0
  grt_start_max_net_pins: 19
sta:
  slew_headroom_pct: 53.3
  setup-violations-final: 3
  post-route-period-util_pct: 148
  grt_setup_unrepaired: "true"
  post-route-min-period_ns: 10.04
  worst_pin_slew_ns: 0.698
  timing_hold_violations_final: 0
  final_max_slew_viol_count: 0
  setup_tns_ns: -6.91
  fmaxAchievable_ghz: 0.0996
  worst_slack_ns: -3.24
  hold_ws_ns: 3.49
layout:
  clock_buffer_count: 0
  fillers: 776
  post_route_cells_drive_above_1_share_pct: 43.5
  sequential_cell_area_um2: 0
  seq_cell_count: 0
  comb_area_um2: 2330
  area_growth_pct: 66.9
  finalCoreUtilization_pct: 43.3
  postLayoutCellArea_um2: 3560
  finalNonFillerCells: 510
critical_path:
  worstPathMaxFanout: 5
  worstSetupStartpointType: "input port"
  critical-path-top-cell-by-count: "buf_4"
  worstSetupEndpointType: "output port"
  crit_type: "input port to output port"
  critPathRequiredTime_ns: 5.44
  slowest_stage_cell_crit_path: "or3_4"
  critPathMaxStageDelay_ns: 0.39
  worstPathArrival_ns: 8.68
placement:
  dp_cells: 471
  placement.setup.worst_slack_ns: -3.94
  final_weighted_congestion_of_routability_driven_global_placement: 0.867
  port-buffer-count: 18
  hpwlAfterDp_um: 5090
  placed_cell_area_um2: 3090
status:
  status: "finished, violations left"
  violations_in_the_final_reports: "negative setup slack"
min_path:
  hold_class: "input port to output port"
-- layout make-up --
class | instances | area share [%]
Inverter | 28 | 3.17
Multi-Input combinational cell | 253 | 65.4
Tap cell | 105 | 3.69
Timing Repair Buffer | 124 | 27.7
-- power breakdown --
| group | switching, mW | internal, mW |
|---|---|---|
| Combinational | 0.229 | 0.310 |
| Sequential | 0 | 0 |
| Clock | 0 | 0 |
| Total | 0.229 | 0.310 |
-- path summary, 6_finish.rpt --
kind | startpoint | to | slack, ns | cells after the start
worst max-delay path | b[0] | out[0] | -3.24 | 46
worst min-delay path | b[0] | out[0] | 3.49 | 7
-- layout by cell type (no fill, tap or decap), types with 3 or more instances in the layout --
cell type,n
a21o_1,9
nor2_1,19
or4_1,4
xnor2_1,11
o21ai_4,3
nand2_1,19
nand2b_1,5
o21a_1,8
conb_1,4
clkdlybuf4s50_1,12
o21ai_0,9
ha_1,39
nand2_2,3
inv_1,25
a21oi_4,3
xor2_1,4
ha_4,9
buf_4,99
fa_1,6
buf_6,7
a21oi_1,15
mux2i_2,3
buf_2,3
o21ai_2,3
a21oi_2,6
nor3_1,13
-- worst max-delay path, delay by kind of cell --
family / cells / cell delay, ns
buffers and inverters: 17 / 1.98
AOI/OAI and AO/OA: 15 / 2.33
muxes: 2 / 0.60
and+or+nand+nor: 7 / 1.24
adders and majority gates: 5 / 1.15
-- per-layer routing --
metal	track usage (%)	vias up	wire length [um]
li1	-	1277	-
met1	14.6	1134	3440
met2	16.9	30	2980
met3	0.597	10	163
met4	0.931	0	93
met5	0	-	0
-- kinds of logic after synthesis --
| logic type | Yosys count | share of synthesized area (%) |
|---|---|---|
| other | 1 | 0.176 |
| XOR/XNOR | 15 | 6.17 |
| multiplexers | 7 | 3.99 |
| AND-OR/OR-AND | 85 | 28.0 |
| buffers and inverters | 33 | 6.17 |
| adder cells (fa/ha/maj) | 55 | 34.4 |
| AND/OR/NAND/NOR | 87 | 21.1 |
-- what timing repair did --
action	in CTS	in global routing
hold buffers	0	0
resized	31	26
setup endpoints to repair	4	4
pin swaps	28	32
endpoints found under the hold margin	0	0
setup buffers	30	12
Power is estimated from default activity; no workload was simulated.
